<file path="flow/design.v">
`timescale 1ns/10ps
`timescale 1ns / 1ps
module ysyx_2022040010_dcache_data (
    input                           clk, 
    input                           rst,
    input                           write_back,
    input  [2-1:0]         hit,
    input                           lru,   
    input                           cache,
    input                           sram_e,
    input                           sram_we,
    input  [ 7:0]                   sram_sel,
    input  [63:0]                   sram_addr,
    input  [63:0]                   sram_wdata,
    output [63:0]                   sram_rdata,
    input                           refresh,
    input  [128-1:0] cacheline_new,
    output [128-1:0] cacheline_old
);
    wire [54-1:0] tag;               
    wire [6-1:0] index;            
    wire [4-1:0] offset;           
    assign { 
        tag, 
        index, 
        offset 
    } = sram_addr;
    parameter Bits = 128;
	parameter Add_Width = 6;
	parameter Wen_Width = 128;
    wire [63:0] half_mask = {{8{sram_sel[7]}}, {8{sram_sel[6]}}, {8{sram_sel[5]}}, {8{sram_sel[4]}}, {8{sram_sel[3]}},
                             {8{sram_sel[2]}}, {8{sram_sel[1]}}, {8{sram_sel[0]}}};
    wire low = offset<8;
    wire [63:0] low_mask = low ? half_mask : 64'b0;
    wire [63:0] high_mask = ~low ? half_mask : 64'b0; 
    wire [Bits-1:0] mask = refresh ? 128'b0 : ~{high_mask, low_mask};
    wire [Bits-1:0] sram_wdata_new = low ? {64'b0, sram_wdata} : {sram_wdata, 64'b0};
    wire [Bits-1:0]         Q0;
    wire                    CLK0 = clk;
    wire                    CEN0 = cache&refresh | cache&sram_e&hit[0] | write_back ;
    wire                    WEN0 = refresh ? ~lru : (sram_we&hit[0]);
    wire [Wen_Width-1:0]    BWEN0 = mask;
    wire [Add_Width-1:0]    A0 = index;
    wire [Bits-1:0]         D0 = refresh ? cacheline_new : sram_wdata_new;
    wire [Bits-1:0]         Q1;
    wire                    CLK1 = clk;
    wire                    CEN1 = cache&refresh | cache&sram_e&hit[1] | write_back;
    wire                    WEN1 = refresh ? lru : (sram_we&hit[1]);
    wire [Wen_Width-1:0]    BWEN1 = mask;
    wire [Add_Width-1:0]    A1 = index;
    wire [Bits-1:0]         D1 = refresh ? cacheline_new : sram_wdata_new;
    S011HD1P_X32Y2D128_BW dcache_data_way0(
        .Q      (Q0),
        .CLK    (CLK0),
        .CEN    (~CEN0),
        .WEN    (~WEN0),
        .BWEN   (BWEN0),
        .A      (A0),
        .D      (D0)
    );
    S011HD1P_X32Y2D128_BW dcache_data_way1(
        .Q      (Q1),  
        .CLK    (CLK1),  
        .CEN    (~CEN1),  
        .WEN    (~WEN1),  
        .BWEN   (BWEN1),  
        .A      (A1),  
        .D      (D1)   
    );
    reg low_r, write_back_r, lru_r;
    reg [1:0] hit_r;
    always @(posedge clk) begin
        if (rst) begin
            low_r <= 1'b0;
            hit_r <= 2'b0;
            write_back_r <= 1'b0;
            lru_r <= 1'b0;
        end
        else begin
            low_r <= low;
            hit_r <= hit;
            write_back_r <= write_back;
            lru_r <= lru;
        end
    end
    wire [63:0] sram_rdata_way0 = low_r ? Q0[63:0] : Q0[127:64];
    wire [63:0] sram_rdata_way1 = low_r ? Q1[63:0] : Q1[127:64];
    assign sram_rdata = hit_r[0] ? sram_rdata_way0 : 
                        hit_r[1] ? sram_rdata_way1 : 64'b0;
    assign cacheline_old = write_back_r ? lru_r ? Q0 : Q1 : 128'b0;
endmodule
module S011HD1P_X32Y2D128_BW(
    Q, CLK, CEN, WEN, BWEN, A, D
);
	parameter Bits = 128;
	parameter Word_Depth = 64;
	parameter Add_Width = 6;
	parameter Wen_Width = 128;
	output reg [Bits-1:0] Q;
	input                 CLK;
	input                 CEN;
	input                 WEN;
	input [Wen_Width-1:0] BWEN;
	input [Add_Width-1:0] A;
	input [Bits-1:0]      D;
	wire cen  = ~CEN;
	wire wen  = ~WEN;
	wire [Wen_Width-1:0] bwen = ~BWEN;
	reg [Bits-1:0] ram [0:Word_Depth-1];
	always @(posedge CLK) begin
		if(cen && wen) begin
			ram[A] <= (D & bwen) | (ram[A] & ~bwen);
		end
		Q <= cen && !wen ? ram[A] : {4{$random}};
	end
endmodule
</file>
<file path="flow/run.sh">
#!/bin/bash
# OpenROAD 26Q1-2900-gdf79404cd8, Yosys 0.63+post, stock flow scripts
make -C /OpenROAD-flow-scripts/flow DESIGN_CONFIG=/design/flow/config.mk WORK_HOME=/design/flow/orfs finish
</file>
<file path="flow/config.mk">
export PLATFORM = sky130hd
export DESIGN_NAME = ysyx_2022040010_dcache_data
export DESIGN_NICKNAME = ysyx_2022040010_dcache_data
export VERILOG_FILES = /design/flow/design.v
export SDC_FILE = /design/flow/constraint.sdc
export NUM_CORES = 4
export LEC_CHECK = 1
export CORE_UTILIZATION = 50
export SYNTH_MEMORY_MAX_BITS = 65536
</file>
<file path="flow/constraint.sdc">
current_design ysyx_2022040010_dcache_data

set clk_period 302.6
set clk_io_pct 0.2

create_clock -name clk0 -period $clk_period [get_ports {clk}]

set non_clock_inputs [all_inputs -no_clocks]
set_input_delay [expr $clk_period * $clk_io_pct] -clock clk0 $non_clock_inputs
set_output_delay [expr $clk_period * $clk_io_pct] -clock clk0 [all_outputs]
</file>
==> impl_metrics.py <==
# Metrics from the implementation run
metrics = {
    "detailed_routing": {
        "wl_mm": 2620,
        "via_per_inst": 7.12,
        "drt_iter0_drc": 36040,
        "route.detailed.drc": 0,
        "vias": 394715,
        "antenna_left": 0,
        "drt_pass1_iterations": 9,
        "post_drt_wl_per_cell_um": 47.1,
    },
    "timing": {
        "fin_crit_ns": 68.21,
        "max_freq_ghz": 0.0147,
        "finalClockPeriodUsage_pct": 22.5,
        "fin_ws_ns": 234.39,
        "hold_viol": 0,
        "tightest_slew_ns": 1.48,
        "finalSetupTns_ns": 0,
        "slew_violations": 0,
        "setup_viol_count_final": 0,
        "grt_setup_unrepaired": "false",
        "skew_ns": 0.0957,
        "slew_headroom_pct": 0.0386,
    },
    "critical_path": {
        "worstPathCellList": "buf_16 > buf_4 > buf_4 > and2_4 > buf_4 > buf_4 > buf_4 > buf_12 > buf_4 > buf_4 > a22oi_1 > o22ai_1 > nor4_1 > nand3_1 > nor2_1 > buf_4 > a21oi_4 > buf_4",
        "worst_setup_path_end_kind": "flip-flop",
        "cp_slowest_cell": "and2_4",
        "critical_path.max_fanout": 63,
        "crit_type": "input pin to flip-flop",
        "cp_common_cell": "buf_4",
        "crit_arrival_ns": 69.27,
        "startpoint_type": "input pin",
        "slowest_delay_ns": 0.82,
        "crit_required_ns": 303.66,
    },
    "synth": {
        "flop_cell": "edfxtp_1",
        "ys_area_um2": 625000,
        "synth-edff-count": 16384,
        "syn_avg_cell_area_um2": 17.7,
        "synth_seq_share_pct": 79.5,
        "ys_types": 75,
        "synth_warnings": 5,
        "xor_share_pct": 0,
        "async_flop_share_pct": 0,
        "syn_inst": 35326,
        "yosys-dominant-comb-family": "AND-OR/OR-AND gates",
        "synthAdderAreaFrac_pct": 0,
        "synth.area.mux_share_pct": 4.14,
        "synth_area_um2": 625000,
        "aoi_share_pct": 12.1,
        "ys_cells": 35326,
        "synth-simple-area-share_pct": 2.37,
        "ys.flops": 16645,
    },
    "clock_network": {
        "cts_max_level": 7,
        "post_cts_buffers": 0,
        "clock.latency.late_pin_ns": 1.41,
        "numCtsBuffers": 1718,
        "postCtsHoldBufs": 0,
        "cts_tree": "done",
        "cts_max_path_buffers": 6,
        "cts_root_buf": "clkbuf_16",
        "cts_sinks": 16645,
        "cts_resized": 0,
        "path_clk_slew_ns": 0.06,
    },
    "global_route": {
        "grt_pass1_vias": 404870,
        "grt_max_degree": 90,
        "antenna_found_initial": 208,
        "overflow": 0,
        "grt_pass1_wl_mm": 3470,
        "grt_util_all_layers_pct": 46.4,
    },
    "power": {
        "power.density_nw_per_um2": 7.02,
        "irDropWorstVdd_mv": 0.00538,
        "leakagePower_nw": 225,
    },
    "finish": {
        "drive_above_1_share_pct": 16.2,
        "nFillCells": 89353,
        "final_util_pct": 57.6,
        "postLayoutCellArea_um2": 718000,
        "fin_cells": 55462,
        "area_delta_synth_final_pct": 14.8,
    },
    "die": {
        "die-area_um2": 1250000,
        "dieHeight_mm": 1.12,
        "rows": 410,
        "die.size.x_mm": 1.12,
        "fp_util_pct": 50.2,
        "num_io_pins": 466,
        "coreArea_um2": 1250000,
    },
    "outcome": {
        "status": "complete, but fails checks",
        "violations": "capacitance limit",
    },
    "hold_path": {
        "holdCritPathClass": "flip-flop to flip-flop",
    },
    "place": {
        "post-place-ws_ns": 233.62,
        "globalplace.congestion": 0.985,
        "place_area_um2": 664000,
        "port_buffers": 408,
        "dp_hpwl_mm": 1560,
        "dp_cells": 52010,
    },
    "run": {
        "warnings": 85,
        "drv_cap": 1,
    },
}
area by class of cell:
cell class / instances / area (um^2) / share of cell area, %
multi-input combinational: 15921 / 122000 / 16.9
sequential: 16645 / 497000 / 69.3
antenna: 396 / 991 / 0.138
clock inverter: 891 / 7410 / 1.03
clock buffer: 2165 / 45700 / 6.36
inverter: 8 / 52.6 / 0.00732
timing repair buffer: 2956 / 24100 / 3.36
tap: 16480 / 20600 / 2.87
placed cells by master (no fill, tap or decap), types with 505 or more instances in the layout:
cell type      n
edfxtp_1   16384
a22oi_1     4499
buf_4       2479
o22ai_1     2419
clkbuf_16   1746
a221oi_1    1364
mux2i_1     1316
nor2_1      1018
a21oi_1      781
o21ai_0      505
kinds of logic after synthesis:
family	Yosys count
flops	16645
compound gates	10679
simple gates	3112
buf+inv	2760
mux	2130
synth_stat cells, drive strengths merged, types with 12 or more instances:
cell type | count | area (um^2)
edfxtp | 16384 | 492000
a22oi | 4499 | 33800
o22ai | 2419 | 15100
clkbuf | 1561 | 5860
a221oi | 1364 | 11900
mux2i | 1327 | 13300
buf | 1191 | 5540
nor2 | 1163 | 4380
a21oi | 1010 | 5050
o21ai | 614 | 3070
mux2 | 488 | 5500
nand2 | 468 | 1770
nor3 | 450 | 2250
nor4 | 426 | 2680
mux4 | 315 | 7090
dfxtp | 261 | 5230
nand3 | 167 | 836
nor2b | 150 | 938
a211oi | 112 | 841
a221o | 102 | 1020
a31oi | 97 | 607
and3 | 68 | 425
a22o | 62 | 543
o22a | 62 | 543
or3 | 58 | 363
o311ai | 50 | 438
nand4 | 47 | 294
a222oi | 43 | 430
a2111oi | 40 | 583
o211ai | 35 | 263
a32oi | 33 | 289
o221ai | 25 | 219
or4 | 24 | 180
and2 | 23 | 144
nand2b | 23 | 144
and4 | 20 | 175
o31ai | 15 | 113
o2111a | 13 | 146
o31a | 12 | 105
per-stage QoR:
step	power [mW]	hold WS (ns)
2_1_floorplan	2.82	0.551
3_3_place_gp	3.02	0.708
3_5_place_dp	3.03	0.718
4_1_cts	5.01	0.727
5_1_grt	5.13	0.784
6_report	5.04	0.742
path summary, 6_finish.rpt:
check                                         start                                      to  slack [ns]  depth (start not counted)
max                                    sram_addr[6]  dcache_data_way1.ram[14][39]$_DFFE_PP_      234.39                         18
min           dcache_data_way1.ram[33][1]$_DFFE_PP_           dcache_data_way1.Q[1]$_DFF_P_        0.74                          4
max reg2reg  dcache_data_way1.ram[56][35]$_DFFE_PP_   dcache_data_way1.ram[1][35]$_DFFE_PP_      298.75                          8
min reg2reg   dcache_data_way1.ram[33][1]$_DFFE_PP_           dcache_data_way1.Q[1]$_DFF_P_        0.74                          4
state kept, by name (all words and copies together) (netlist names):
register and cells:
dcache_data_way0.Q 128, dcache_data_way1.Q 128, low_r 1, write_back_r 1
dcache_data_way0.ram 8192, dcache_data_way1.ram 8192, hit_r 2, lru_r 1
power breakdown:
group	internal (mW)	leakage, nW	switching, mW
logic	0.0831	48.5	0.309
registers	2.60	151	0.00473
clock network	1.16	26.1	0.872
worst max-delay path, delay by kind of cell:
kind | cells | cell delay, ns
buffers and inverters | 11 | 5.78
AND/OR/NAND/NOR | 4 | 1.53
AND-OR/OR-AND | 3 | 0.86
metal layers:
metal	wire length [um]	share of wire (%)	global-route usage (%)
met2	1100000	42	58.4
met3	604000	23	45.9
met5	30800	1.2	21.6
met1	655000	25	44.2
met4	225000	8.6	29.9
No activity file was given, so power comes from the tool's default toggle rates.
