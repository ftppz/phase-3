<file path="/design/flow/design.v">
`timescale 1ns/10ps
`timescale 1ns / 1ps
module ysyx_2022040010_icache_tag (
    input                       clk,
    input                       rst,
    input                       flush,
    output                      stallreq,
    input                       cache,
    input                       sram_e,
    input  [63:0]               sram_addr,
    input                       refresh,    
    output                      miss,
    output  [2-1:0]    hit,
    output                      lru
);
    wire [54-1:0] tag;   
    wire [6-1:0] index;            
    wire [4-1:0] offset;           
    assign {
        tag,
        index,
        offset
    } = sram_addr;
    reg [64-1:0] lru_r;  
    always @(posedge clk) begin
        if (rst) begin
            lru_r <= 64'b0;
        end
        else if (hit_way0 & ~hit_way1) begin 
            lru_r[index] <= 1'b1;               
        end
        else if (~hit_way0 & hit_way1) begin
            lru_r[index] <= 1'b0;               
        end
        else if (refresh) begin
            lru_r[index] <= ~lru_r[index];   
        end
    end
    reg [55-1:0] tag_way0 [64-1:0];   
    reg [55-1:0] tag_way1 [64-1:0];
    always @(posedge clk) begin
        if(rst) begin
            for (int i = 0; i < 64; i++) begin
                tag_way0[i] <= 55'b0;
            end
        end
        else if (refresh & ~lru_r[index]) begin   
            tag_way0[index] <= {cache, tag};  
        end
    end
    always @(posedge clk) begin
        if(rst) begin
            for (int i = 0; i < 64; i++) begin
                tag_way1[i] <= 55'b0;
            end
        end
        else if (refresh & lru_r[index]) begin     
            tag_way1[index] <= {cache, tag};    
        end
    end
    wire hit_way0 = cache & sram_e & ({1'b1, tag} == tag_way0[index]);
    wire hit_way1 = cache & sram_e & ({1'b1, tag} == tag_way1[index]);
    wire [1:0] hit_temp = {hit_way1, hit_way0};
    assign hit      = hit_temp;
    assign lru      = lru_r[index];
    assign miss     = cache & sram_e & ~(hit_way0|hit_way1) & ~flush;
    assign stallreq = miss;  
endmodule
</file>
<file path="/design/flow/run.sh">
#!/bin/bash
# OpenROAD 26Q1-2900-gdf79404cd8, Yosys 0.63+post, stock flow scripts
make -C /OpenROAD-flow-scripts/flow DESIGN_CONFIG=/design/flow/config.mk WORK_HOME=/design/flow/orfs finish
</file>
<file path="/design/flow/config.mk">
export PLATFORM = sky130hd
export DESIGN_NAME = ysyx_2022040010_icache_tag
export DESIGN_NICKNAME = ysyx_2022040010_icache_tag
export VERILOG_FILES = /design/flow/design.v
export SDC_FILE = /design/flow/constraint.sdc
export NUM_CORES = 4
export LEC_CHECK = 1
export CORE_UTILIZATION = 50
export SYNTH_MEMORY_MAX_BITS = 65536
</file>
<file path="/design/flow/constraint.sdc">
current_design ysyx_2022040010_icache_tag

set clk_period 285.6
set clk_io_pct 0.2

create_clock -name clk0 -period $clk_period [get_ports {clk}]

set non_clock_inputs [all_inputs -no_clocks]
set_input_delay [expr $clk_period * $clk_io_pct] -clock clk0 $non_clock_inputs
set_output_delay [expr $clk_period * $clk_io_pct] -clock clk0 [all_outputs]
</file>
==> impl_metrics.csv <==
group,metric,value,unit
outcome,status,"completed",
synth,synth-edff-count,7040,
cts,clock_latency,1230,ps
synth,ys.flop_type,"edfxtp_1",
global_route,grt_use_total,0.459,
final_timing,finalClockSkew,47.9,ps
final_timing,relSlewSlack,0.00151,
floorplan,coreArea,0.650,sq mm
final_timing,finalSetupTns,0,ps
cells_and_area,area_growth,11.2,%
power_and_ir_drop,p_leak,131,nW
synth,synthCells,23100,
synth,top_cells_by_count,"edfxtp_1, and2_1, clkbuf_1",
setup_path,cp.required,228480,ps
floorplan,fp-row-count,296,
cts,holdBufCountCts,0,
final_timing,rsz0062_at_grt,"false",
cts,clkSinkCount,7104,
place,hpwl,842000,microns
synth,top_cell,"edfxtp_1",
setup_path,slowest_delay,880,ps
detailed_routing,wl_per_cell,42.4,microns
setup_path,worstSetupStartpointType,"input port",
setup_path,rrSetupSlack,278940,ps
place,placedInstanceArea,0.339,sq mm
cells_and_area,drive_gt1_frac,0.161,
setup_path,crit_top_cell,"buf_4",
synth,synth_area,0.326,sq mm
synth,synth_seq_share,0.653,
setup_path,arrival,65740,ps
synth,top_area_frac,0.649,
synth,syn_avg_cell_area,14.1,sq um
detailed_routing,via_count,212000,
synth,yosysChipArea,0.326,sq mm
floorplan,die-area,0.655,sq mm
floorplan,pin_count,75,
cells_and_area,stdcell_area,0.363,sq mm
cts,clk_root_buffer_cell,"clkbuf_16",
detailed_routing,ant_nets,0,
place,port_buffers,70,
synth,synthArstFlopShare,0,
global_route,grt_start_max_net_pins,79,
cts,clkTransAtPathRegs,60,ps
final_timing,finalCritPeriodShare,0.430,
setup_path,end_kind,"output port",
synth,area_leaders,"edfxtp_1, and2_1, mux4_2",
global_route,grt_pass1_vias,212000,
setup_path,slowest_stage,"nor3_1",
cts,cts_resized,0,
detailed_routing,vias_per_cell,6.57,
cts,cts_buffer_depth,4,
detailed_routing,drc_errors,0,
floorplan,core_util_floorplan,0.502,
final_timing,final_max_slew_viol_count,0,
global_route,grt_first_pass_wirelength,1830000,microns
floorplan,fp.dieW,809,microns
cts,htreeDepth,6,
detailed_routing,drt-total-wl,1370000,microns
setup_path,worstSetupPathType,"input port to output port",
setup_path,path_delay_family,"buffers and inverters",
power_and_ir_drop,vdd_drop_max,8.18,uV
cells_and_area,fillCellCount,50300,
cts,cts_tree,"built",
detailed_routing,drt_first_pass_iters,8,
global_route,antenna_found_initial,196,
cts,post-cts-setup-buffers,0,
final_timing,min_period,122860,ps
final_timing,setup_viol,0,
floorplan,fp.dieH,809,microns
place,globalplace.congestion,1.05,
setup_path,crit_buf_inv,10,
final_timing,tightest_slew,1500,ps
setup_path,cp_cell_sequence,"buf_16 -> buf_4 -> buf_4 -> buf_4 -> buf_4 -> buf_4 -> buf_4 -> mux2i_1 -> a22oi_1 -> nand3_1 -> nand3_1 -> nor3_1 -> xnor2_1 -> a2111o_1 -> nor4b_1 -> nand4b_2 -> buf_4 -> inv_1 -> clkdlybuf4s50_1",
synth,synth_cell_type_count,110,
setup_path,critPathMaxFanout,43,
power_and_ir_drop,p_per_area,6.41,mW/mm^2
synth,ys_cells,23100,
cts,numCtsBuffers,750,
job,tool_warnings,34,
synth,yosys.area.top_type,"edfxtp_1",
detailed_routing,drtIter0Drc,18900,
job,cap_violations,0,
synth,synth_flops,7104,
synth,synth-warning-count,1,
final_timing,hold_viol,0,
worst_hold_path,worstHoldPathType,"flip-flop to flip-flop",
global_route,overflow,0,
final_timing,fmax,0.00814,GHz
-- worst min-delay path: stages, from the launching register on --
cell,delay [ps]
dfxtp_1,310
nand2_1,50
mux2i_1,50
-- power by group --
part | switching, W | internal [W]
sequential | 0.00000751 | 0.00117
combinational | 0.000165 | 0.0000492
clock | 0.000419 | 0.000511
-- metrics by stage --
| step | std cells | hold slack [ps] | utilization | total power [W] | setup slack, ps |
|---|---|---|---|---|---|
| 2_1_floorplan | 23100 | 418 | - | 0.00130 | 168240 |
| 3_3_place_gp | 30600 | 447 | 0.522 | 0.00140 | 162660 |
| 3_5_place_dp | 30600 | 448 | 0.522 | 0.00140 | 163100 |
| 4_1_cts | 31900 | 456 | 0.557 | 0.00231 | 163080 |
| 5_1_grt | 32100 | 477 | 0.558 | 0.00237 | 162590 |
| 6_report | 32200 | 460 | 0.558 | 0.00232 | 162740 |
-- cells in the final DEF (no fill, tap or decap), types with 33 or more instances in the layout --
| cell type | n |
|---|---|
| nand2_1 | 298 |
| nand3_1 | 182 |
| edfxtp_1 | 7040 |
| nand3b_1 | 107 |
| xnor2_1 | 53 |
| a221o_1 | 92 |
| clkbuf_16 | 759 |
| a21oi_1 | 233 |
| nor2_1 | 153 |
| nor3_1 | 1205 |
| and2_1 | 5904 |
| buf_12 | 39 |
| o21ai_4 | 128 |
| nor2_4 | 131 |
| dfxtp_1 | 64 |
| o22a_1 | 68 |
| o21ai_0 | 200 |
| mux4_2 | 657 |
| nand4_1 | 79 |
| diode_2 | 277 |
| a221oi_1 | 531 |
| o2bb2ai_1 | 48 |
| clkbuf_1 | 231 |
| mux2_2 | 323 |
| o31ai_1 | 37 |
| clkinv_1 | 182 |
| clkinv_2 | 106 |
| buf_4 | 1291 |
| mux2i_1 | 1137 |
| a22oi_1 | 548 |
| nand2b_1 | 45 |
| o22ai_1 | 330 |
| a31oi_1 | 33 |
| xor2_1 | 33 |
| o221ai_1 | 63 |
| nor4_1 | 55 |
| a22o_1 | 116 |
-- cell type report --
type | instances | area [sq um] | area share
sequential | 7104 | 213000 | 0.587
multi-input combinational | 13400 | 105000 | 0.288
clock buffer | 990 | 19900 | 0.0548
timing repair buffer | 1381 | 11100 | 0.0305
tap | 8642 | 10800 | 0.0298
clock inverter | 370 | 2750 | 0.00757
antenna | 277 | 693 | 0.00191
inverter | 29 | 161 | 0.000445
-- path summary, 6_finish.rpt --
path,to,depth (start not counted),startpoint
min reg2reg,lru_r[60],2,lru_r[60]
min,lru_r[60],2,lru_r[60]
max,hit[1],19,sram_addr[6]
max reg2reg,lru_r[25],14,tag_way0[5][16]
-- cell families (layout without fill, tap and decap cells) --
| kind of cell | count (synthesis) | in the layout | share of synthesized area |
|---|---|---|---|
| AND/OR/NAND/NOR | 8444 | 8444 | 0.154 |
| XOR/XNOR | 87 | 87 | 0.00236 |
| multiplexers | 2132 | 2132 | 0.0920 |
| buffers and inverters | 2609 | 2770 | 0.0359 |
| flip-flops | 7104 | 7104 | 0.653 |
| AND-OR/OR-AND | 2763 | 2763 | 0.0628 |
| adder cells (fa/ha/maj) | 5 | 5 | 0.000184 |
| other | 0 | 277 | 0 |
-- layer usage --
metal	GRT usage	part of all wire	up-vias	routed length (microns)
met5	0.243	0.012	-	16500
met4	0.229	0.065	324	88700
met3	0.450	0.23	3735	318000
met2	0.550	0.40	18400	541000
met1	0.518	0.29	103000	403000
li1	-	-	86100	-
-- state kept, by name, summed over array words and instances (netlist names) --
register,cells
tag_way0,3520
lru_r,64
tag_way1,3520
No activity file was given, so power comes from the tool's default toggle rates.
