**flow/design.v**
```verilog
`timescale 1ns/10ps
`timescale 1ns / 1ps
module ysyx_2022040010_dcache_tag (
    input                       clk,
    input                       rst,
    input                       flush,
    output                      stallreq,
    input                       cache,
    input                       sram_e,
    input                       sram_we,  
    input  [63:0]               sram_addr,
    input                       refresh,
    output                      miss,
    output                      dirty,
    output [63:0]               dirty_addr,
    output [2-1:0]     hit,
    output                      lru 
);
    wire [54-1:0] tag;             
    wire [6-1:0] index;          
    wire [4-1:0] offset;         
    assign { 
        tag, 
        index, 
        offset 
    } = sram_addr;
    wire [59:0] aligned_addr = {tag, index};
    wire hit_way0 = cache & sram_e & ({1'b1, tag} == tag_way0[index][CACHE_BIT:0]);
    wire hit_way1 = cache & sram_e & ({1'b1, tag} == tag_way1[index][CACHE_BIT:0]);
    reg [64-1:0] lru_r;
    always @(posedge clk) begin
        if (rst)                        lru_r <= 64'b0;
        else if (hit_way0 & ~hit_way1)  lru_r[index] <= 1'b1;
        else if (~hit_way0 & hit_way1)  lru_r[index] <= 1'b0;
        else if (refresh)               lru_r[index] <= ~lru_r[index];  
    end
    parameter TAG_BIT   = 53;
    parameter CACHE_BIT = 54;
    parameter DIRTY_BIT = 55;
    reg [56-1:0] tag_way0 [64-1:0];    
    reg [56-1:0] tag_way1 [64-1:0];    
    wire load_sign  = sram_e & ~sram_we; 
    wire store_sign = sram_e & sram_we; 
    always @(posedge clk) begin
        if(rst) begin
            for (int i = 0; i<64; i++) begin 
                tag_way0[i] <= 56'b0; 
            end    
        end
        else if (refresh & ~lru_r[index]) begin   
            tag_way0[index] <= {1'b0, cache, tag};
        end
        else if (store_sign & hit_way0 & lru_r[index]) begin
            tag_way0[index][DIRTY_BIT] <= store_sign;
        end
    end
    always @(posedge clk) begin
        if (rst) begin
            for (int i = 0; i<64; i++) begin
                tag_way1[i] <= 56'b0;
            end    
        end
        else if (refresh & lru_r[index]) begin
            tag_way1[index] <= {1'b0, cache, tag};
        end
        else if (store_sign & hit_way1 & ~lru_r[index]) begin
            tag_way1[index][DIRTY_BIT] <= store_sign;
        end
    end
    wire write_back_way0 = cache & sram_e & miss & tag_way0[index][DIRTY_BIT];  
    wire write_back_way1 = cache & sram_e & miss & tag_way1[index][DIRTY_BIT];  
    wire [63:0] dirty_way1_addr = {tag_way1[index][TAG_BIT:0], index, 4'b0};
    wire [63:0] dirty_way0_addr = {tag_way0[index][TAG_BIT:0], index, 4'b0};
    assign lru = lru_r[index];
    assign hit = {hit_way1, hit_way0};
    assign miss = cache & sram_e & ~(hit_way0|hit_way1);
    assign dirty = write_back_way0 | write_back_way1;
    assign dirty_addr = dirty ? lru ? dirty_way0_addr : dirty_way1_addr : 64'b0;
    assign stallreq = miss;
endmodule
```
**flow/run.sh**
```bash
#!/bin/bash
# OpenROAD 26Q1-2900-gdf79404cd8, Yosys 0.63+post, stock flow scripts
make -C /OpenROAD-flow-scripts/flow DESIGN_CONFIG=/design/flow/config.mk WORK_HOME=/design/flow/orfs finish
```
**flow/config.mk**
```make
export PLATFORM = sky130hd
export DESIGN_NAME = ysyx_2022040010_dcache_tag
export DESIGN_NICKNAME = ysyx_2022040010_dcache_tag
export VERILOG_FILES = /design/flow/design.v
export SDC_FILE = /design/flow/constraint.sdc
export NUM_CORES = 4
export LEC_CHECK = 1
export CORE_UTILIZATION = 40
export SYNTH_MEMORY_MAX_BITS = 65536
```
**flow/constraint.sdc**
```tcl
current_design ysyx_2022040010_dcache_tag

set clk_period 155.6
set clk_io_pct 0.2

create_clock -name clk0 -period $clk_period [get_ports {clk}]

set non_clock_inputs [all_inputs -no_clocks]
set_input_delay [expr $clk_period * $clk_io_pct] -clock clk0 $non_clock_inputs
set_output_delay [expr $clk_period * $clk_io_pct] -clock clk0 [all_outputs]
```
==> reports/qor.yml <==
cts:
  holdBufCountCts: 0
  cts_setup_buffers: 0
  cts_tree: "yes"
  clk_path_buf_depth: 4
  cts.repair.resized: 0
  clock_sinks: 7232
  cts-root-buf: "clkbuf_16"
  clk_pin_slew_ns: 0.07
  clock.latency.late_pin_ns: 1.32
  cts_inserted_buffers: 759
  h-tree-depth: 6
power:
  seqPwrFrac_pct: 50.1
  clockPowerShare_pct: 39.5
  p_switching_mw: 1.18
  total_leakage_power_nw: 134
  intPower_mw: 3.30
  switching_share_pct: 26.3
  ir_drop_mv: 0.0148
  p_comb_share_pct: 10.5
  p_per_area_nw_per_um2: 12.0
logic_synthesis:
  edf_count: 7168
  synth_cell_types: 113
  syn-instance-count: 24400
  ys_area_sq_um: 334000
  ys.flops: 7232
  syn_area_sq_um: 334000
  ys_cells: 24400
  yosysWarnings: 1
  async_reset_ff_share_pct: 0
  synth_area_per_cell_sq_um: 13.7
  synthFlopType: "edfxtp_1"
  ys_seq_share_pct: 64.9
grt:
  grt_pass1_vias: 229000
  grt_max_degree: 160
  grt.total_usage_pct: 38.2
  antenna_found_initial: 187
  gr-total-overflow: 0
  grt_pass1_wl_microns: 2000000
timing:
  finalHoldViolations: 0
  slew_headroom_pct: 2.84
  finalSetupTns_ns: 0
  finalClockPeriodUsage_pct: 47.5
  fin_worst_skew_ns: 0.112
  slew_viol_final: 0
  fmax_mhz: 13.5
  period_minus_slack_ns: 73.97
  setup_violations: 0
  rsz0062_at_grt: "false"
  tightest_slew_ns: 1.44
setup_path:
  start_kind: "primary input"
  endpoint_kind: "output port"
  crit_fanout: 63
  crit_type: "in2out"
  arrival_ns: 42.85
  cp.required_ns: 124.48
run_status:
  status: "completed"
detailed_routing:
  drt_iter0_markers: 20700
  drt_first_pass_iters: 6
  via_count: 229000
  drc_errors: 0
  ant_nets: 0
  drt-vias-per-instance: 6.42
  wire_per_inst_microns: 42.0
  wl_microns: 1500000
place:
  place.gp.congestion: 1.04
  dpl.hpwl_microns: 924000
  io_buffers: 131
run:
  warning_count: 102
  drv_cap: 0
layout:
  layout_top_cell: "edfxtp_1"
  final_util_pct: 45.0
  syn2layout_area_growth_pct: 12.2
  layout-drive-gt1-share_pct: 16.8
  layout_top_cells: "edfxtp_1, and2_1, and3_1, nor3_1, buf_4"
die:
  dieArea_sq_um: 838000
  ios: 141
  fp.dieH_microns: 915
  row_count: 335
  fp.coreArea_sq_um: 832000
  fp.dieW_microns: 915
  floorplan.core_util_pct: 40.1
hold_path:
  hold_path_class: "reg2reg"
==> synth_stat cells, drive strengths merged, types with 19 or more instances <==
library cell	n	area (sq um)
a221oi	541	4740
or2	139	870
and3b	23	201
or3	28	185
o31ai	32	245
a22oi	482	3620
nand3b	49	368
and3	2186	13700
nand2b	42	263
o21ai	400	2010
o22a	87	762
clkbuf	2183	8190
edfxtp	7168	215000
nor4	67	541
nand2	411	1550
mux2	352	3960
nor4b	19	185
xor2	27	236
nand4	65	428
o22ai	405	2530
a211oi	99	748
o211ai	32	268
a31oi	83	519
buf	859	5250
nor2	513	1940
a2111oi	21	199
o221ai	72	631
xnor2	60	526
a21oi	244	1220
dfxtp	64	1280
o2bb2ai	59	517
a22o	134	1170
a221o	106	1060
nor3	2144	10700
o311ai	26	228
mux4	650	14600
and2	2871	18000
nand3	139	696
nor2b	28	175
inv	27	101
mux2i	1130	11300
==> area by class of cell <==
type	count	area, sq um
Antenna cell	253	633
Clock buffer	976	20000
Clock inverter	410	3540
Fill cell	71500	457000
Inverter	33	200
Multi-Input combinational cell	14100	107000
Sequential cell	7232	217000
Tap cell	11100	13900
Timing Repair Buffer	1593	12800
==> power by group through the flow <==
stage | Combinational [mW] | Clock (mW) | Sequential (mW)
6_report | 0.469 | 1.77 | 2.24
4_1_cts | 0.441 | 1.77 | 2.24
5_1_grt | 0.465 | 1.84 | 2.25
==> sequential cells by signal (all words and copies together), names as in the netlist <==
signal and cells:
tag_way0 3584, tag_way1 3584, lru_r 64
==> critical path, cell delays in order <==
cell             delay (ns)
buf_16                 0.25
buf_4                  0.71
buf_4                  0.74
buf_4                  0.56
buf_4                  0.69
buf_4                  0.51
buf_4                  0.46
buf_12                 0.41
mux4_2                 0.60
nand2_1                0.10
a31oi_1                0.34
a211o_1                0.43
nor3_1                 0.91
xnor2_1                0.55
nor3_1                 0.46
and4_1                 0.37
nand4_4                0.49
clkinv_2               0.46
nor3_1                 0.08
buf_4                  0.19
nand2_4                0.43
buf_4                  0.71
a211oi_2               0.12
buf_4                  0.25
clkdlybuf4s50_1        0.44
==> per-layer routing <==
| metal | global-route usage (%) | vias up | share of wire, % |
|---|---|---|---|
| met5 | 15.7 | - | 1.0 |
| met4 | 25.1 | 333 | 8.7 |
| met3 | 35.8 | 4525 | 22 |
| met2 | 47.7 | 20100 | 40 |
| met1 | 39.1 | 112000 | 29 |
| li1 | - | 92300 | - |
==> final timing paths <==
kind	slack, ns	depth (start not counted)	start	to
worst max-delay path	81.63	25	sram_addr[4]	dirty_addr[37]
worst min register to register	0.46	2	lru_r[40]	lru_r[40]
worst min-delay path	0.46	2	lru_r[40]	lru_r[40]
worst max register to register	147.88	14	tag_way0[54][40]	tag_way0[55][55]
==> kinds of logic after synthesis <==
family / synth area share [%]
mux: 8.97
buf+inv: 4.07
other cells: 0.00112
fa+ha+maj: 0.0150
xor+xnor: 0.228
simple gates: 15.2
flops: 64.9
compound gates: 6.56
==> metrics by stage <==
stage / hold slack, ns / worst slack (ns) / instances / area [sq um] / power [mW]
after detailed placement: 0.453 / 82.43 / 34000 / 350000 / 2.72
after global routing: 0.480 / 81.87 / 35600 / 374000 / 4.55
after global placement: 0.446 / 82.04 / 34000 / 350000 / 2.72
after CTS: 0.462 / 82.42 / 35400 / 374000 / 4.45
final: 0.461 / 81.63 / 35700 / 374000 / 4.48
after floorplan: 0.432 / 89.53 / 24400 / 334000 / 2.49
Power and IR drop assume default switching activity.
